$ cat flow/constraint.sdc
current_design spi

set clk_period 6.1
set clk_io_pct 0.2

create_clock -name clk0 -period $clk_period [get_ports {sck_in}]

set non_clock_inputs [all_inputs -no_clocks]
set_input_delay [expr $clk_period * $clk_io_pct] -clock clk0 $non_clock_inputs
set_output_delay [expr $clk_period * $clk_io_pct] -clock clk0 [all_outputs]
$ cat flow/design.v
module spi
#(
  parameter BUFFER_BYTES = 4
)
(
  input reg sck_in,
  input wire miso,
  output reg sck_out,
  output reg mosi,
  output reg cs,
  output reg dc,
  input wire [$clog2(BUFFER_BYTES):0]in_bytes_count,
  input wire [$clog2(BUFFER_BYTES):0]out_bytes_count,
  input wire [(BUFFER_BYTES*8) - 1:0]in_bytes,
  output reg [(BUFFER_BYTES*8) - 1:0]out_bytes,
  input wire start_trans,
  output reg trans_done
  );
  localparam idle         = 3'b000;
  localparam trans_write  = 3'b001;
  localparam trans_read   = 3'b010;
  localparam trans_beg    = 3'b011;
  localparam trans_end    = 3'b100;
  localparam trans_inter  = 3'b101;
  reg [2:0] cur_state;
  reg [2:0] bit_counter;
  wire end_req;
  reg old_start;
  reg [2:0] next_state;
  reg [19:0] in_bytes_counter;
  reg [19:0] out_bytes_counter;
  reg en_out;
  initial begin
    dc            <= 1'b0;
    cs            <= 1'b1;
    sck_out       <= 1'b1;
    mosi          <= 1'b0;
    out_bytes     <= 32'h00000000;
    old_start     <= 1'b0;
    bit_counter   <= 3'b111;
    cur_state     <= idle;
    next_state    <= idle;
    in_bytes_counter  <= 0;
    out_bytes_counter <= 0;
    trans_done    <= 1'b1;
    en_out        <= 1'b1;
  end
  assign sck_out = ((en_out == 1'b0) ? sck_in : 1'b1);
always @(posedge sck_in) begin
  case (cur_state)
  idle :
    begin
      if (old_start != start_trans) begin
        old_start     <= start_trans;
        next_state    <= trans_beg;
        in_bytes_counter    <= in_bytes_count;
        out_bytes_counter   <= out_bytes_count;
        trans_done          <= 1'b0;
      end
      cs <= 1'b1;
    end
  trans_beg :
      begin
        cs          <= 1'b0;
        dc          <= 1'b0;
        en_out      <= 1'b0;
        next_state  = trans_write;
      end
  trans_write :
    begin
      if (in_bytes_counter == 0) begin
        if (out_bytes_counter == 0) begin
          bit_counter = 3'b111;
          next_state = trans_end;
        end else begin
          bit_counter = 3'b111;
          next_state = trans_read;
        end
      end else begin
        if (in_bytes_counter <= in_bytes_count - 1) begin
          dc <= 1'b1;
        end
        if (bit_counter == 3'b000) begin
          bit_counter = 3'b111;
          in_bytes_counter = in_bytes_counter - 1;
          if (in_bytes_counter == 0) begin
            bit_counter = 3'b111;
            next_state = trans_read;
          end
        end else begin
          bit_counter = bit_counter - 1;
        end
      end
    end
  trans_read :
    begin
      out_bytes[(out_bytes_counter - 1)*8 + bit_counter] <= miso;
      if (out_bytes_counter == 2'b00) begin
        next_state  = trans_end;
      end else begin
        if (bit_counter == 3'b000) begin
          bit_counter = 3'b111;
          out_bytes_counter = out_bytes_counter - 1;
        end else begin
          bit_counter = bit_counter - 1;
        end
      end
    end
  trans_end :
     begin
       if (sck_in == 1'b1) begin
         next_state = idle;
         en_out     <= 1'b1;
         trans_done <= 1'b1;
         dc         <= 1'b0;
       end
     end
  endcase
  cur_state <= next_state;
end
always @(negedge sck_in) begin
  if (cur_state == trans_write) begin
    mosi <= in_bytes[(in_bytes_count - in_bytes_counter)*8 + bit_counter];
  end
end
endmodule
$ cat flow/config.mk
export PLATFORM = sky130hd
export DESIGN_NAME = spi
export DESIGN_NICKNAME = spi
export VERILOG_FILES = /design/flow/design.v
export SDC_FILE = /design/flow/constraint.sdc
export NUM_CORES = 4
export LEC_CHECK = 1
export CORE_UTILIZATION = 30
$ cat flow/run.sh
#!/bin/bash
# OpenROAD 26Q1-2900-gdf79404cd8, Yosys 0.63+post, stock flow scripts
make -C /OpenROAD-flow-scripts/flow DESIGN_CONFIG=/design/flow/config.mk WORK_HOME=/design/flow/orfs finish
==> job_summary.md <==
### Yosys + OpenROAD results

| Metric | Value |
|---|---|
| Placed cell count | `about 930` |
| Port Buffers | `76` |
| Routed WL | `15600 um` |
| N_diodes | `0` |
| Static Leak | `2.74 nW` |
| FF-to-FF End | `mosi` |
| Slew Limit Fails | `0` |
| Sw Ratio | `37.4%` |
| Core area | `0.0203 mm^2` |
| Area grow syn2layout | `26.4%` |
| Peak supply drop | `200 uV` |
| Dpl hpwl | `around 11000 um` |
| Clock group share of total power | `27.9%` |
| Setup Fix Bufs, Post-CTS | `0` |
| Internal power | `0.00207 W` |
| Iteration-0 DRC count of the detailed router | `293` |
| Vias | `4889` |
| Startpoint Class | `input pin` |
| Ys Warns | `2` |
| TritonRoute pass-1 iters | `5` |
| Mapped Area | `0.00624 mm^2` |
| Critical path class | `in -> reg` |
| Critical Path Fanout Max | `2` |
| RSZ-0062 raised after global routing | `false` |
| IO Count | `78` |
| Drt wl/cell | `16.3 um` |
| Max Cap Violations | `0` |
| Most frequent cells after synthesis | `83 x edfxtp_1, 61 x nor2_1, 46 x nand2_1, 39 x nor4_1` |
| Post-Synthesis Cells | `approximately 600` |
| Largest net degree at the start of global routing | `about 42` |
| Synthesized flop and latch total | `83` |
| Global routing's busiest layer | `met1` |
| Initial antenna violation count | `1` |
| FP Util | `30.7%` |
| Combinational share of power | `37.8%` |
| Worst setup path end | `mosi` |
| Ys async rst share | `0%` |
| Met3 Usage GRT | `6.11%` |
| Die Wd | `146 um` |
| CTS clk-pin slew, worst paths | `0.06 ns` |
| Reg-to-Reg Start | `bit_counter[0]` |
| Chip height | `146 um` |
| Worst setup EP type | `flop` |
| Rows | `approximately 52` |
| Final cell count without fillers | `957` |
| Worst min-delay path class | `reg -> reg` |
| CTS tree | `done` |
| Measured slew at the worst slew-check pin | `0.825 ns` |
| Post-cts sizing count | `0` |
| Smallest hold slack | `about 0.56 ns` |
| Number of global-route vias before repair | `slightly below 5000` |
| Routed Antenna Nets | `0` |
| Power density of the placed cells | `~420 mW/mm^2` |
| Fraction of layout cells with a size suffix above 1 | `10.6%` |
| Crit. Startpoint | `in_bytes_count[0]` |
| Max-Slew Margin vs Limit | `44.9%` |
| Total global routing overflow | `0` |
| Remaining DRCs | `0` |
| Status | `completed` |
| Area share, top type | `40.0%` |
| R2R cell count | `4` |
| # Cells Yosys | `604` |
| Met2 usage | `between 20% and 30%` |
| Global-route wire length before repair | `25800 um` |
| Reg2reg setup slack | `0.63 ns` |
| NetSw | `between 0.001 and 0.0015 W` |
| Hold-fix buffers at CTS | `0` |
| Area leader, netlist | `edfxtp_1` |
| Distinct lib cells | `approximately 74` |
| Top post-synthesis cells by area | `edfxtp_1 40%, ha_1 6.2%, mux2_1 5.6%, xnor2_1 4.2%, nor4_1 3.9%` |
| Most common cell in the netlist | `edfxtp_1` |
| Final GP Congestion | `0.849` |
| Number of enable flip-flop cells | `a little over 80` |
| Required @ worst endpoint | `3.32 ns` |
| Critical path arrival | `around 3 ns` |
| Die ar. | `0.0214 mm^2` |
| GRT Total Usage | `15.9%` |
| OpenROAD warning count | `32` |
| Dominant flop cell | `edfxtp_1` |
| Via density | `5.11` |
| Sequential power share | `about a third` |
| Clock skew | `0.0702 ns` |
| Grt met1 use | `23.5%` |
| Skew-Pair Late Insertion Delay | `0.52 ns` |
| Seq share, synth | `40.0%` |
| Post-synthesis chip area from yosys | `0.00624 mm^2` |
| Syn avg cell area | `about 10 um^2` |
| Final Setup Violations | `0` |
| Fin. Hold Viols | `0` |
stage by stage:
step | worst slack [ns] | total power, W | TNS, ns | instance area, um^2 | util (%)
finish | 0.336 | 0.00331 | 0 | 7890 | 38.8
global route | 0.260 | 0.00354 | 0 | 7890 | 38.8
CTS | 0.335 | 0.00334 | 0 | 7890 | 38.8
detailed placement | -0.194 | 0.00240 | -0.194 | 7250 | 35.7
global placement | -0.196 | 0.00240 | -0.196 | 7250 | 35.7
floorplan | 0.357 | 0.00197 | 0 | 6240 | -
power by group through the flow:
stage     clock [W]  combinational (W)  sequential (W)
5_1_grt    0.000972            0.00140         0.00117
4_1_cts    0.000947            0.00126         0.00114
6_report   0.000921            0.00125         0.00114
critical path, cell delays in order:
cell             delay, ns
clkdlybuf4s50_1       0.47
inv_1                 0.06
ha_1                  0.19
inv_1                 0.09
fa_1                  0.45
mux4_2                0.29
mux2i_1               0.16
nor2_1                0.06
per-layer routing:
metal	wire (um)	vias to the layer above
li1	-	2434
met1	7210	2300
met2	7010	128
met3	1140	25
met4	263	2
met5	13	-
sequential cells by signal, indices dropped and copies added (netlist names):
name               count
dc                     1
out_bytes             32
bit_counter            3
out_bytes_counter     20
old_start              1
cur_state              3
trans_done             1
cs                     1
mosi                   1
in_bytes_counter      20
worst min path at each step:
stage | from | endpoint | slack, ns | cells after the start
4_1_cts | out_bytes[2] | out_bytes[2] | 0.57 | 1
5_1_grt | out_bytes[7] | out_bytes[7] | 0.57 | 1
6_report | out_bytes[2] | out_bytes[2] | 0.56 | 1
layout make-up:
type	instances	area, um^2
Clock buffer	27	611
Fill cell	1978	12400
Clock inverter	6	30.0
Multi-Input combinational cell	463	3480
Tap cell	270	338
Timing Repair Buffer	89	858
Inverter	19	71.3
Sequential cell	83	2490
logic make-up (layout without fill, tap and decap cells):
family / count (synthesis) / in the layout / synth area share [%]
other: 1 / 1 / 0.0601
buffers and inverters: 58 / 141 / 4.37
multiplexers: 45 / 45 / 9.87
AND-OR/OR-AND: 81 / 81 / 9.03
flip-flops: 83 / 83 / 40.0
adder cells (fa/ha/maj): 32 / 32 / 6.54
AND/OR/NAND/NOR: 252 / 252 / 22.4
XOR/XNOR: 52 / 52 / 7.78
layout by cell type (no fill, tap or decap), drive strengths merged, types with 4 or more instances in the layout:
cell	n
nor2	61
clkdlybuf4s50	76
nand2	48
nor3b	6
and2	8
ha	31
a21o	6
o21a	8
a21oi	22
or4	6
nor4b	4
mux4	10
nand3	8
nand4	16
or3	9
edfxtp	83
xor2	21
a22oi	4
and3	5
mux2	32
xnor2	31
buf	13
nor3	21
inv	23
clkbuf	27
a31oi	6
o21ai	13
nor4	41
No activity file was given, so power comes from the tool's default toggle rates.
