### /design/flow/constraint.sdc
current_design timer

set clk_period 3.6
set clk_io_pct 0.2

create_clock -name clk0 -period $clk_period [get_ports {clk_in}]

set non_clock_inputs [all_inputs -no_clocks]
set_input_delay [expr $clk_period * $clk_io_pct] -clock clk0 $non_clock_inputs
set_output_delay [expr $clk_period * $clk_io_pct] -clock clk0 [all_outputs]
### /design/flow/config.mk
export PLATFORM = sky130hd
export DESIGN_NAME = timer
export DESIGN_NICKNAME = timer
export VERILOG_FILES = /design/flow/design.v
export SDC_FILE = /design/flow/constraint.sdc
export NUM_CORES = 4
export LEC_CHECK = 1
export CORE_AREA = 10 10 92 92
export DIE_AREA = 0 0 102 102
### /design/flow/design.v
module timer #(
                parameter time_ms = 1000
             )
             (
                input wire clk_in,
                output reg sig_out
             );
localparam clk_per_ms = 180000;
localparam reset_count = (clk_per_ms*time_ms);
localparam bit_count = $clog2(reset_count);
reg [bit_count:0]counter;
initial begin
  counter <= 0;
  sig_out <= 1'b0;
end
always @(posedge clk_in) begin
  if (counter < reset_count) begin
    counter = counter + 1;
  end else begin
    counter = 0;
    sig_out = ~sig_out;
  end
end
endmodule
### /design/flow/run.sh
#!/bin/bash
# OpenROAD 26Q1-2900-gdf79404cd8, Yosys 0.63+post, stock flow scripts
make -C /OpenROAD-flow-scripts/flow DESIGN_CONFIG=/design/flow/config.mk WORK_HOME=/design/flow/orfs finish
==> reports/qor.json <==
{
  "drt_pass1_iterations": 4,
  "placed_instance_area_mm2": 0.001608,
  "finalWirelength_um": 3014,
  "setup_cp_type": "flip-flop to flip-flop",
  "clock_insertion_delay_worst_skew_ns": 0.28,
  "diodes": 0,
  "placement.io_buffers": 1,
  "hold_class": "flip-flop to flip-flop",
  "dpl.hpwl_um": 1983,
  "postCtsResizedCells": 0,
  "final_common_cell": "sky130_fd_sc_hd__dfxtp_1",
  "count_of_hold_fix_buffers_inserted_at_cts": 0,
  "cts_setup_buffers": 0,
  "cts-root-buf": "sky130_fd_sc_hd__clkbuf_8",
  "critical_path_end_type": "flip-flop",
  "slew_headroom_pct": 58.99,
  "stdcell_area_mm2": 0.001718,
  "fmax_ghz": 0.4370,
  "chipHeight_um": 102,
  "final_core_utilization_pct": 26.60,
  "required_ns": 3.80,
  "dpl.cell_count": 240,
  "setup_tns_ns": 0,
  "chip_area_mm2": 0.01040,
  "grt_setup_unrepaired": "no",
  "area_delta_synth_final_pct": 13.47,
  "worst_margin_slew_ns": 0.6137,
  "clock_tree_from_tritoncts": "yes",
  "final-hold-violation-count": 0,
  "ant_nets": 0,
  "violation_count_after_the_first_detailed_route_iteration": 110,
  "postSynthCellCount": 170,
  "crit_path_max_fanout": 11,
  "syn_avg_cell_area_um2": 8.906,
  "routed_wire_length_per_instance_um": 12.15,
  "final.setup_skew_ns": 0.005586,
  "detail_route.vias_per_cell": 5.032,
  "grt_pass1_vias": 1194,
  "power-per-cell-area_mw_per_mm2": 392.3,
  "post_layout_nonfiller_instances": 248,
  "hold-worst-slack_ns": 0.5144,
  "number_of_clock_sinks_seen_by_cts": 30,
  "placementRows": 29,
  "drv_slew": 0,
  "globalplace.congestion": 0.8116,
  "synth.top_cell.area_share_pct": 38.35,
  "post-route-min-period_ns": 2.288,
  "run_status": "completed",
  "power.ir.vdd_worst_mv": 0.2311,
  "grt-ovfl-total": 0,
  "pin_count_of_the_biggest_net_entering_global_routing": 23,
  "postSynthRegisterBits": 30,
  "drcViolationCount": 0,
  "grt_pass1_wl_um": 5540,
  "most-common-layout-cells": "29 x sky130_fd_sc_hd__dfxtp_1, 20 x sky130_fd_sc_hd__nor3_1, 12 x sky130_fd_sc_hd__xnor2_1",
  "grt_antenna_before_repair": 0,
  "yosys_cells": 170,
  "layout-drive-gt1-share_pct": 9.942,
  "yosys-stat-area_mm2": 0.001514,
  "timing.max_cap.violations": 0,
  "chipWidth_um": 102,
  "synth_seq_share_pct": 40.33,
  "cts.clk_slew.worst_paths_ns": 0.06,
  "leakage_nw": 0.4908,
  "cts_inserted_buffers": 5,
  "io_pins": 2,
  "routed-via-count": 1248,
  "gr-usage-all-layers_pct": 6.248,
  "worstPathArrival_ns": 2.48,
  "synth-warning-count": 1,
  "post-route-period-util_pct": 63.56,
  "synthesis.area_mm2": 0.001514,
  "openroad.warnings": 25,
  "cell_taking_the_most_area_after_synthesis": "sky130_fd_sc_hd__dfxtp_1",
  "setup_viol_count_final": 0,
  "cts_htree_levels": 2,
  "synthTopCellsByArea": "sky130_fd_sc_hd__dfxtp_1 38%, sky130_fd_sc_hd__xnor2_1 6.9%, sky130_fd_sc_hd__nor3_1 6.6%, sky130_fd_sc_hd__o31ai_1 5.0%, sky130_fd_sc_hd__or4_1 5.0%",
  "core_area_mm2": 0.006459,
  "critPathLaunchType": "flip-flop",
  "netlist-cell-type-count": 36,
  "ctsLongestPathBuffers": 2,
  "fp_util_pct": 23.44
}
[per-stage QoR]
stage	setup slack [ns]	power [W]
3_5_place_dp	1.363	0.0003638
5_1_grt	1.123	0.0006968
3_3_place_gp	1.405	0.0003633
2_1_floorplan	1.544	0.0003585
6_report	1.312	0.0006740
4_1_cts	1.310	0.0006818
[state kept, by name, summed over array words and instances (netlist names)]
| name | cells |
|---|---|
| counter | 29 |
| sig_out | 1 |
[report_power, final]
group | internal [W] | total [W] | switching [W]
combinational | 0.00000614 | 0.0000145 | 0.00000833
clock | 0.000193 | 0.000317 | 0.000124
sequential | 0.000338 | 0.000342 | 0.00000444
total | 0.000537 | 0.000674 | 0.000137
[worst max-delay path: stages, from the launching register on]
cell and delay (ns):
sky130_fd_sc_hd__dfxtp_1 0.40, sky130_fd_sc_hd__ha_1 0.26, sky130_fd_sc_hd__nand4_2 0.20, sky130_fd_sc_hd__or3_1 0.58
sky130_fd_sc_hd__or4_1 0.55, sky130_fd_sc_hd__a211oi_1 0.23
[cells in the mapped netlist]
master                     number
sky130_fd_sc_hd__o21a_1         1
sky130_fd_sc_hd__or4_4          1
sky130_fd_sc_hd__edfxtp_1       1
sky130_fd_sc_hd__and2_1         1
sky130_fd_sc_hd__nand4_1        7
sky130_fd_sc_hd__nor3b_1        1
sky130_fd_sc_hd__a21oi_1        5
sky130_fd_sc_hd__nor3_1        20
sky130_fd_sc_hd__buf_6          1
sky130_fd_sc_hd__a221o_1        1
sky130_fd_sc_hd__or3_1          3
sky130_fd_sc_hd__nor4bb_1       2
sky130_fd_sc_hd__nor4_1         3
sky130_fd_sc_hd__xor2_1         3
sky130_fd_sc_hd__nand4_2        2
sky130_fd_sc_hd__or4_1         10
sky130_fd_sc_hd__and3_1         1
sky130_fd_sc_hd__a211oi_1       8
sky130_fd_sc_hd__o31ai_1       10
sky130_fd_sc_hd__nand3_1        8
sky130_fd_sc_hd__nor4b_1        1
sky130_fd_sc_hd__dfxtp_1       29
sky130_fd_sc_hd__and4_1         3
sky130_fd_sc_hd__nand4_4        1
sky130_fd_sc_hd__nor2_1         3
sky130_fd_sc_hd__or2_2          1
sky130_fd_sc_hd__xnor2_1       12
sky130_fd_sc_hd__buf_1          2
sky130_fd_sc_hd__nand2_1        8
sky130_fd_sc_hd__conb_1         1
sky130_fd_sc_hd__a211o_1        1
sky130_fd_sc_hd__nand2b_1       1
sky130_fd_sc_hd__inv_1          7
sky130_fd_sc_hd__o21ai_0        3
sky130_fd_sc_hd__ha_1           1
sky130_fd_sc_hd__clkbuf_1       7
[routing by layer]
layer  track usage, %  vias to the layer above  wire length, µm
li1                 -                      643                -
met1            9.275                      581             1605
met2            9.235                       19             1251
met3            1.431                        5              125
met4           0.9761                        0               31
met5                0                        -                0
[path summary, 6_finish.rpt]
check	start	endpoint	slack [ns]	cells after the start
max	counter[0]	counter[20]	1.31	5
min	counter[20]	counter[20]	0.51	2
max reg2reg	counter[0]	counter[20]	1.31	5
min reg2reg	counter[20]	counter[20]	0.51	2
[cell families after synthesis]
group           count (synthesis)  synth area share, %
buf+inv                        17                4.712
fa+ha+maj                       1               0.8263
compound gates                 29                13.31
xor+xnor                       15                8.678
simple gates                   77                31.90
flops                          30                40.33
other cells                     1               0.2477
[cell type report]
class / instances / area, µm²
fill: 688 / 4741
multi-input combinational: 123 / 849.6
sequential: 30 / 610.6
clock buffer: 8 / 110.1
tap: 77 / 96.34
inverter: 7 / 26.28
timing repair buffer: 3 / 25.02
Power is estimated from default activity; no workload was simulated.
